==> design.v <==
module Data_Memory(clk, Mem_Addr, Write_Data, MemWrite, MemRead, Read_Data, funct3);
  input clk;
  input [63:0] Mem_Addr;
  input [63:0] Write_Data;
  input MemWrite;
  input MemRead;
  output reg [63:0] Read_Data;
   reg [63:0] Index_0;
   reg [63:0] Index_1;
   reg [63:0] Index_2;
   reg [63:0] Index_3;
   reg [63:0] Index_4;
   reg [63:0] Index_5;
   reg [63:0] Index_6;
   reg [63:0] Index_7;
   reg [63:0] Index_8;
   reg [63:0] Index_9;
  input [2:0] funct3;
  reg [7:0] DMem [63:0];
  initial begin
        DMem[0] = 8'b11101011;
        DMem[1] = 8'b10010;
        DMem[2] = 8'b1111000;
        DMem[3] = 8'b1001111;
        DMem[4] = 8'b1001000;
        DMem[5] = 8'b10110110;
        DMem[6] = 8'b1000101;
        DMem[7] = 8'b11111110;
        DMem[8] = 8'b110000;
        DMem[9] = 8'b10000;
        DMem[10] = 8'b10001;
        DMem[11] = 8'b101;
        DMem[12] = 8'b11000010;
        DMem[13] = 8'b11011111;
        DMem[14] = 8'b1100010;
        DMem[15] = 8'b10000111;
        DMem[16] = 8'b110101;
        DMem[17] = 8'b111011;
        DMem[18] = 8'b1010001;
        DMem[19] = 8'b1011111;
        DMem[20] = 8'b111001;
        DMem[21] = 8'b1111101;
        DMem[22] = 8'b10100110;
        DMem[23] = 8'b101;
        DMem[24] = 8'b100011;
        DMem[25] = 8'b10000;
        DMem[26] = 8'b1110111;
        DMem[27] = 8'b10111001;
        DMem[28] = 8'b11111;
        DMem[29] = 8'b100000;
        DMem[30] = 8'b11000010;
        DMem[31] = 8'b101011;
        DMem[32] = 8'b100100;
        DMem[33] = 8'b1010;
        DMem[34] = 8'b1101011;
        DMem[35] = 8'b11000011;
        DMem[36] = 8'b11000010;
        DMem[37] = 8'b1001100;
        DMem[38] = 8'b1101010;
        DMem[39] = 8'b1000101;
        DMem[40] = 8'b1001;
        DMem[41] = 8'b0;
        DMem[42] = 8'b0;
        DMem[43] = 8'b0;
        DMem[44] = 8'b0;
        DMem[45] = 8'b0;
        DMem[46] = 8'b0;
        DMem[47] = 8'b0;
        DMem[48] = 8'b11111000;
        DMem[49] = 8'b10101010;
        DMem[50] = 8'b11101001;
        DMem[51] = 8'b10010011;
        DMem[52] = 8'b10010110;
        DMem[53] = 8'b11010110;
        DMem[54] = 8'b11111001;
    	  DMem[55] = 8'b10000000;
        DMem[56] = 8'b1101011;
        DMem[57] = 8'b1101;
        DMem[58] = 8'b1101000;
        DMem[59] = 8'b11111;
        DMem[60] = 8'b11111100;
        DMem[61] = 8'b1000011;
        DMem[62] = 8'b101101;
        DMem[63] = 8'b11100;
  end
  always @(posedge clk) begin
    if (MemWrite) begin
      if (funct3 == 3'b010) begin
      DMem[Mem_Addr] = Write_Data[7:0];
      DMem[Mem_Addr+1] = Write_Data[15:8];
      DMem[Mem_Addr+2] = Write_Data[23:16];
      DMem[Mem_Addr+3] = Write_Data[31:24];  
      end
      else if (funct3 == 3'b011) begin
      DMem[Mem_Addr] = Write_Data[7:0];
      DMem[Mem_Addr+1] = Write_Data[15:8];
      DMem[Mem_Addr+2] = Write_Data[23:16];
      DMem[Mem_Addr+3] = Write_Data[31:24];
      DMem[Mem_Addr+4] = Write_Data[39:32];
      DMem[Mem_Addr+5] = Write_Data[47:40];
      DMem[Mem_Addr+6] = Write_Data[55:48];
      DMem[Mem_Addr+7] = Write_Data[63:56];  
      end
    end
  end
  always @(*) begin
    if (MemRead) begin
      if (funct3 == 3'b010) begin
        Read_Data = {32'd0, DMem[Mem_Addr + 3], DMem[Mem_Addr + 2], DMem[Mem_Addr + 1], DMem[Mem_Addr]};
      end
      else if (funct3 == 3'b011) begin
        Read_Data = {DMem[Mem_Addr + 7], DMem[Mem_Addr + 6], DMem[Mem_Addr + 5], DMem[Mem_Addr+4], DMem[Mem_Addr + 3], DMem[Mem_Addr + 2], DMem[Mem_Addr + 1], DMem[Mem_Addr]};
      end
    end
    Index_0 <= {32'b0,DMem[3],DMem[2],DMem[1],DMem[0]};
    Index_1 <= {32'b0,DMem[7],DMem[6],DMem[5],DMem[4]};
    Index_2 <= {32'b0,DMem[11],DMem[10],DMem[9],DMem[8]};
    Index_3 <= {32'b0,DMem[15],DMem[14],DMem[13],DMem[12]};
    Index_4 <= {32'b0,DMem[19],DMem[18],DMem[17],DMem[16]};
    Index_5 <= {32'b0,DMem[23],DMem[22],DMem[21],DMem[20]};
    Index_6 <= {32'b0,DMem[27],DMem[26],DMem[25],DMem[24]};
    Index_7 <= {32'b0,DMem[31],DMem[30],DMem[29],DMem[28]};
    Index_8 <= {32'b0,DMem[35],DMem[34],DMem[33],DMem[32]};
    Index_9 <= {32'b0,DMem[39],DMem[38],DMem[37],DMem[36]};
  end
endmodule
==> run.sh <==
#!/bin/bash
# OpenROAD 26Q1-2900-gdf79404cd8, Yosys 0.63+post, stock flow scripts
make -C /OpenROAD-flow-scripts/flow DESIGN_CONFIG=/design/flow/config.mk WORK_HOME=/design/flow/orfs finish
==> config.mk <==
export PLATFORM = sky130hd
export DESIGN_NAME = Data_Memory
export DESIGN_NICKNAME = Data_Memory
export VERILOG_FILES = /design/flow/design.v
export SDC_FILE = /design/flow/constraint.sdc
export NUM_CORES = 4
export LEC_CHECK = 1
export CORE_UTILIZATION = 40
==> constraint.sdc <==
current_design Data_Memory

set clk_period 10.2
set clk_io_pct 0.2

create_clock -name clk0 -period $clk_period [get_ports {clk}]

set non_clock_inputs [all_inputs -no_clocks]
set_input_delay [expr $clk_period * $clk_io_pct] -clock clk0 $non_clock_inputs
set_output_delay [expr $clk_period * $clk_io_pct] -clock clk0 [all_outputs]
==> results_dict.tcl <==
# collected from the flow reports
set metrics [dict create \
    synth-edff-count 512 \
    holdBufCountCts 0 \
    stop_stage "5_1_grt" \
    synthCells 8315 \
    yosys_warnings 1 \
    top_cell_area_share_pct 21.3 \
    grt_usage_pct 81.5 \
    clk_path_buf_depth 3 \
    htreeDepth 3 \
    ys_types 107 \
    grt_start_max_net_pins 109 \
    core_util_floorplan_pct 40.4 \
    placement_rows 155 \
    untimed_endpoints 128 \
    die-width_um 427 \
    cts-root-buf "clkbuf_16" \
    grt_pass1_wl_um 941000 \
    yosysTopAreaCell "edfxtp_1" \
    ys_cells 8315 \
    ys_area_sq_mm 0.0722 \
    detailedPlacementHpwl_um 501000 \
    ys.flops 576 \
    status "stopped before the end" \
    die_h_um 427 \
    syn_area_per_cell_sq_um 8.68 \
    portBuffers 139 \
    ioPinCount 198 \
    error "[ERROR GRT-0116] Global routing finished with congestion. Check the congestion regions in the DRC Viewer." \
    unclocked_regs 64 \
    flop_cell "edfxtp_1" \
    overflow 4 \
    cts_resized 0 \
    globalplace.congestion 1.42 \
    async_reset_ff_share_pct 0 \
    post_cts_buffers 0 \
    grt_pass1_vias 96216 \
    area_leaders "edfxtp_1 21%, mux4_2 15%, mux2i_1 6.6%, nand2_1 4.6%, a222oi_1 4.1%" \
    synth_area_sq_mm 0.0722 \
    cts_buffers 68 \
]
[logic make-up after synthesis]
kind of cell             Yosys count  share of synthesized area [%]
flip-flops                       512                           21.3
AND/OR/NAND/NOR                 2401                           15.2
buffers and inverters           1054                           6.02
latches                           64                           1.33
multiplexers                    1103                           24.0
adder cells (fa/ha/maj)            9                          0.156
XOR/XNOR                          36                          0.499
AND-OR/OR-AND                   3136                           31.4
[per-stage QoR]
| stage | std cells | area (sq um) | setup WS, ns |
|---|---|---|---|
| after CTS | 10558 | 79900 | 2.92 |
| after detailed placement | 10435 | 77600 | 2.17 |
| after global placement | 10435 | 77600 | 2.24 |
| after floorplan | 8315 | 72200 | 4.01 |
[per-layer routing]
metal  GRT usage, %  GRT overflow
met1           83.6             3
met2           89.0             0
met3           75.6             1
met4           73.3             0
met5           65.4             0
[cell usage after synthesis (44+ instances only)]
cell and instances:
o221ai_1 218, a211oi_1 117, o211ai_1 207, clkbuf_1 749, a22o_1 45, a221o_1 46, and3_1 52, mux2i_1 474
a222oi_1 295, nor2_1 729, nor3_1 157, a21oi_1 511, edfxtp_1 512, a22oi_1 223, or3_1 52, a211o_1 66
buf_1 70, o21ai_0 480, a221oi_1 102, mux2_2 139, o22a_1 77, nand2_1 877, o22ai_1 348, mux4_2 490
nand4_1 44, buf_2 166, dlxtn_1 64, nand3_1 216
