File: /design/flow/config.mk
export PLATFORM = sky130hd
export DESIGN_NAME = ALU_64_bit
export DESIGN_NICKNAME = ALU_64_bit
export VERILOG_FILES = /design/flow/design.v
export SDC_FILE = /design/flow/constraint.sdc
export NUM_CORES = 4
export LEC_CHECK = 1
export CORE_UTILIZATION = 40
File: /design/flow/constraint.sdc
current_design ALU_64_bit

set clk_period 35.6
set clk_io_pct 0.2

create_clock -name clk0 -period $clk_period

set non_clock_inputs [all_inputs -no_clocks]
set_input_delay [expr $clk_period * $clk_io_pct] -clock clk0 $non_clock_inputs
set_output_delay [expr $clk_period * $clk_io_pct] -clock clk0 [all_outputs]
File: /design/flow/design.v
module ALU_64_bit(a, b, ALUOp, Zero, Result, Pos);
  input [63:0] a;
  input [63:0] b;
  input [3:0]ALUOp;
  output reg Zero;
  output reg [63:0] Result;
  output reg Pos;
  always @(*) begin
    if (ALUOp == 4'b0000) begin
     Result = a & b;
  end
    else if (ALUOp == 4'b0001) begin
     Result = a | b;
  end
    else if (ALUOp == 4'b0010) begin
     Result = a + b;
  end
    else if (ALUOp == 4'b0110) begin
     Result = a - b;
  end
    else if (ALUOp == 4'b1100) begin
      Result = ~(a|b);
  end
    if (Result == 0)
      Zero = 1;
    else
      Zero = 0;
    Pos <= ~Result[63];
  end
endmodule
File: /design/flow/run.sh
#!/bin/bash
# OpenROAD 26Q1-2900-gdf79404cd8, Yosys 0.63+post, stock flow scripts
make -C /OpenROAD-flow-scripts/flow DESIGN_CONFIG=/design/flow/config.mk WORK_HOME=/design/flow/orfs finish
==> reports/summary.txt <==
fraction of the mapped netlist area in adder cells: 0.185
worst hold path class: input port to output pin
count of flip-flops with a built-in enable after synthesis: 0
Area leader share: 0.182
Pre-antenna DRT Iters: 6
Power per Cell Area: 17.4 nW/um2
switching share of total power: 0.613
max reg flops: 64
total leakage power: 6.47 nW
residual overflow from global routing: 0
count of unclocked register or latch pins: 64
post-cts gate resize count: 0
Finish-stage setup viols: 0
Worst Path Max Fanout: 11
summed standard-cell area reported by yosys: 13100 um2
Gate power share: 0.949
Yosys warnings: 2
Routability Congestion: 1.12
Top FF cell, synth: sky130_fd_sc_hd__dlxtn_1
post-cts hold-fix buffer tally: 0
xor/xnor share of the synthesized area: 0.0327
RSZ-0062 raised after global routing: false
# Max-Cap Violations: 0
endpoints left unconstrained: 128
share of cells above drive strength 1: 0.0372
final cycle utilization of the critical path: 0.571
die height: 183 um
Post-DP HPWL: 52.2 mm
proportion of power drawn by flip-flops and latches: 0.051
mean area per synthesized cell: 6.53 um2
sum of negative setup slack: 0 ns
signed area change from the synthesized netlist to the final layout: 17.3%
Top Layer Used: met5
Top non-seq family: AND-OR/OR-AND gates
fraction of the mapped netlist area in compound gates: 0.380
initial antenna violation count: 1
post-synthesis instance area: 13100 um2
number of primary I/O pins: 198
average wire length per cell after detail routing: 25.5 um
crit end category: output pin
Relative slew margins: 0.225
cells after synthesis: 2011
Post-CTS Setup Inserts: 0
top cells by area in the synthesized netlist: sky130_fd_sc_hd__ha_1 (18%), sky130_fd_sc_hd__a21oi_1 (9.2%), sky130_fd_sc_hd__dlxtn_1 (7.3%)
largest vdd supply drop: 0.00723 mV
Clock Power Share: 0
WL met3: 6.27 mm
fraction of the core area occupied by cells at floorplan: 0.412
DR vias: 16298
highest attainable clock frequency: 49.2 MHz
number of design-rule violations left by the first detailed-router iteration: 1641
area fraction in and, or, nand and nor cells after synthesis: 0.231
area post-placement: 15400 um2
run status: finished, final reports clean
area enclosed by the die boundary: 33500 um2
internal power component: 104 uW
WHS: 15.57 ns
pins over their slew limit: 0
Post-synth regs: 64
Worst-Margin Slew: 1.15 ns
core region area: 31900 um2
P_sw: 165 uW
area fraction in mux cells: 0.00534
time the final worst path needs with I/O delays and setup: 20.32 ns
DR DRC count: 0
yosys stat cell total: 2011
total non-filler cell area in the finished layout: 15400 um2
startpoint type of the worst setup path: input port
Log Warnings: 159
Die X: 183 um
detail-routed via count per cell: 6.37
final hold vios: 0
std cell rows: 65
Final Util: 0.483
global-route wire length before repair: 95.8 mm
FFs w/ async S/R, synth: 0
number of global-route vias before repair: 14989
DRT met1 WL: 28.7 mm
number of routed nets with antenna violations: 0
critical path type: input port to output pin
count of port buffers added during placement: 198
required time of the worst setup path: 28.48 ns
Yosys cell types: 91
GRT Total Usage: 0.388
endpoint arrival time on the critical path: 13.20 ns
wire length reported by the detailed router: 65.3 mm
total met2 wirelength after detailed routing: 27.7 mm
largest area contributor in the netlist: sky130_fd_sc_hd__ha_1
maximum number of pins on one net before global-route repair: 47
-- cells in the final DEF, fill, tap and decap left out, drive strengths merged, types with 29 or more instances in the layout --
cell / instances
a21oi: 243
nor2: 218
clkdlybuf4s50: 197
inv: 194
ha: 191
nand2: 161
o21ai: 121
dlxtn: 64
nor3: 50
nand4: 47
xnor2: 46
o31ai: 40
nand3: 37
nor4: 33
o211ai: 32
a211oi: 32
buf: 29
-- stage by stage --
stage / instances / setup WS, ns / power [mW]
2_1_floorplan: 2011 / 17.89 / 0.163
3_3_place_gp: 2556 / 15.40 / 0.261
3_5_place_dp: 2556 / 15.38 / 0.259
4_1_cts: 2556 / 15.35 / 0.261
5_1_grt: 2556 / 14.95 / 0.286
6_report: 2557 / 15.28 / 0.268
-- cells by family (layout without fill, tap and decap cells) --
family	after synthesis	after routing
other	0	1
AND/OR/NAND/NOR	636	636
XOR/XNOR	49	49
adder cells (fa/ha/maj)	193	193
buffers and inverters	311	421
AND-OR/OR-AND	751	751
latches	64	64
multiplexers	7	7
-- routing by layer --
| layer | up-vias | GRT usage |
|---|---|---|
| li1 | 7572 | - |
| met1 | 7607 | 0.560 |
| met2 | 967 | 0.581 |
| met3 | 150 | 0.0743 |
| met4 | 2 | 0.126 |
| met5 | - | 0 |
-- power by group through the flow --
stage	logic [mW]	registers, mW	clock network [mW]
after CTS	0.247	0.0138	0
after global routing	0.272	0.0143	0
final	0.255	0.0137	0.00000000657
-- synth_stat cells, types with 21 or more instances --
| library cell | number |
|---|---|
| sky130_fd_sc_hd__nor3_1 | 48 |
| sky130_fd_sc_hd__ha_1 | 191 |
| sky130_fd_sc_hd__o21bai_1 | 21 |
| sky130_fd_sc_hd__inv_1 | 192 |
| sky130_fd_sc_hd__buf_2 | 28 |
| sky130_fd_sc_hd__a31oi_1 | 24 |
| sky130_fd_sc_hd__o21ai_0 | 111 |
| sky130_fd_sc_hd__clkbuf_1 | 70 |
| sky130_fd_sc_hd__a21o_1 | 28 |
| sky130_fd_sc_hd__o211ai_1 | 31 |
| sky130_fd_sc_hd__nand4_1 | 47 |
| sky130_fd_sc_hd__xnor2_1 | 46 |
| sky130_fd_sc_hd__nand2_1 | 161 |
| sky130_fd_sc_hd__a221oi_1 | 24 |
| sky130_fd_sc_hd__o31ai_1 | 39 |
| sky130_fd_sc_hd__o22ai_1 | 24 |
| sky130_fd_sc_hd__nor4_1 | 30 |
| sky130_fd_sc_hd__nor2b_1 | 23 |
| sky130_fd_sc_hd__a21oi_1 | 242 |
| sky130_fd_sc_hd__nor2_1 | 216 |
| sky130_fd_sc_hd__dlxtn_1 | 64 |
| sky130_fd_sc_hd__a211oi_1 | 27 |
| sky130_fd_sc_hd__nand3_1 | 36 |
-- final cells by class --
cell class / instances / area (um2)
Inverter: 195 / 732
Sequential cell: 64 / 961
Timing Repair Buffer: 226 / 2190
Fill cell: 3279 / 16500
Antenna cell: 1 / 2.50
Tap cell: 435 / 544
Multi-Input combinational cell: 1636 / 11000
-- critical path, cell delays in order --
cell and delay (ns):
sky130_fd_sc_hd__clkdlybuf4s50_1 0.50, sky130_fd_sc_hd__inv_1 0.07, sky130_fd_sc_hd__ha_1 0.54, sky130_fd_sc_hd__inv_1 0.26, sky130_fd_sc_hd__a21oi_1 0.40, sky130_fd_sc_hd__o2111ai_1 0.20, sky130_fd_sc_hd__nor3_2 0.52, sky130_fd_sc_hd__o21a_1 0.39
sky130_fd_sc_hd__o21ai_1 0.15, sky130_fd_sc_hd__a21o_1 0.23, sky130_fd_sc_hd__a2111oi_0 0.44, sky130_fd_sc_hd__a211oi_1 0.15, sky130_fd_sc_hd__or4b_1 0.60, sky130_fd_sc_hd__nor4_1 0.71, sky130_fd_sc_hd__nand4b_1 0.27, sky130_fd_sc_hd__nor3_2 0.17
sky130_fd_sc_hd__clkdlybuf4s50_1 0.48
-- worst paths after layout --
check	startpoint	to	slack (ns)	cells after the start
worst max-delay path	b[10]	Zero	15.28	17
worst min-delay path	ALUOp[0]	Zero	15.57	8
Power is estimated from default activity; no workload was simulated.
