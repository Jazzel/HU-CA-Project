$ cat run.sh
#!/bin/bash
# OpenROAD 26Q1-2900-gdf79404cd8, Yosys 0.63+post, stock flow scripts
make -C /OpenROAD-flow-scripts/flow DESIGN_CONFIG=/design/flow/config.mk WORK_HOME=/design/flow/orfs finish
$ cat config.mk
export PLATFORM = sky130hd
export DESIGN_NAME = RegisterFile
export DESIGN_NICKNAME = RegisterFile
export VERILOG_FILES = /design/flow/design.v
export SDC_FILE = /design/flow/constraint.sdc
export NUM_CORES = 4
export LEC_CHECK = 1
export CORE_UTILIZATION = 30
$ cat constraint.sdc
current_design RegisterFile

set clk_period 12.7
set clk_io_pct 0.2

create_clock -name clk0 -period $clk_period [get_ports {clk}]

set non_clock_inputs [all_inputs -no_clocks]
set_input_delay [expr $clk_period * $clk_io_pct] -clock clk0 $non_clock_inputs
set_output_delay [expr $clk_period * $clk_io_pct] -clock clk0 [all_outputs]
$ cat design.v
module RegisterFile(clk, reset, rs1, rs2, rd, write_data, reg_write, readdata1, readdata2);
   input clk;
  input reset;
  input [4:0] rs1;
  input [4:0] rs2;
  input [4:0] rd;
  input [63:0] write_data;
  input reg_write;
  output reg [63:0] readdata1;
  output reg [63:0] readdata2;
  reg [63:0] Registers [31:0];
  initial begin
    	Registers[0] = 64'd0;
        Registers[1] = 64'd1209;
        Registers[2] = 64'd751;
        Registers[3] = 64'd3522;
        Registers[4] = 64'd2971;
        Registers[5] = 64'd72;
        Registers[6] = 64'd1135;
        Registers[7] = 64'd1141;
        Registers[8] = 64'd2919;
        Registers[9] = 64'd2467;
    	Registers[10] = 64'd0;
        Registers[11] = 64'd3033;
        Registers[12] = 64'd3278;
        Registers[13] = 64'd3214;
        Registers[14] = 64'd3656;
        Registers[15] = 64'd1765;
        Registers[16] = 64'd736;
        Registers[17] = 64'd2985;
        Registers[18] = 64'd2717;
        Registers[19] = 64'd863;
        Registers[20] = 64'd1916;
        Registers[21] = 64'd13;
        Registers[22] = 64'd701;
        Registers[23] = 64'd3479;
        Registers[24] = 64'd2489;
        Registers[25] = 64'd1937;
        Registers[26] = 64'd523;
        Registers[27] = 64'd210;
        Registers[28] = 64'd1043;
        Registers[29] = 64'd425;
        Registers[30] = 64'd2434;
        Registers[31] = 64'd988;
  end
  always @(posedge clk) begin
    if (reg_write & rd != 5'd0) begin
    	Registers[rd] <= write_data;
    end
  end
  always @(*) begin
    if (reset) begin
      readdata1 <= 64'b0;
      readdata2 <= 64'b0;
    end
    else begin
      readdata1 <= Registers[rs1];
      readdata2 <= Registers[rs2];
    end
  end
endmodule
==> flow_summary.ini <==
; generated from flow reports
[status]
outcome = finished, final reports clean

[global_route]
grt_overflow_total = 0
grt_pass1_vias = 59404
grt_util_all_layers = 0.215
grt_start_max_net_pins = 85
global_route_wire_length_before_repair_microns = 445000
antenna_found_initial = 22

[synth]
ys.flop_type = sky130_fd_sc_hd__edfxtp_1
ys.warnings.count = 1
ys_async_sr_fraction = 0
yosys-stat-cells = 4615
syn_area_sq_um = 94700
post_synth_num_cell_types = 59
postSynthRegisterBits = 2048
synth_cells = 4615
synth-edff-count = 2048
synth.yosys.seq_area_share = 0.650
synth-area-yosys_sq_um = 94700
syn_avg_cell_area_sq_um = 20.5

[cts]
cts_hold_repair.buffers = 0
cts_root_buffer = sky130_fd_sc_hd__clkbuf_16
cts_resized = 0
clock_path_buffers = 3
cts-htree-levels = 4
clock_pin_slew_reported_for_the_worst_setup_and_hold_paths_after_clock_tree_synthesis_ns = 0.06
post-cts-setup-buffers = 0
numCtsBuffers = 217
clock_sink_count = 2048
cts_tree = built

[cells_and_area]
layout_top_cells_excl_fill_tap = sky130_fd_sc_hd__edfxtp_1, sky130_fd_sc_hd__mux4_2, sky130_fd_sc_hd__buf_4
mostFrequentLayoutCell = sky130_fd_sc_hd__edfxtp_1
n_fill_cell = 28596
share_of_final_layout_standard_cells_stronger_than_drive_strength_1 = 0.343
largest_register_ffs = 2048
registers.top_by_ff_count = Registers
synthToLayoutAreaGrowth_pct = 15.8
largestRegisters = Registers x2048

[critical_path]
crit_arrival_ns = 6.85
critical_path_required_time_ns = 10.16
critPathMaxFanout = 23
worst-setup-path-type = input pin to output pin
critPathLaunchType = input pin
endpoint_kind = output pin

[die]
ioPinCount = 210
core_util_floorplan = 0.303
design.core.area_sq_um = 313000
design.die.area_sq_um = 318000
rows = 205
die_h_microns = 564
dieWidth_microns = 564

[routing]
vias_per_cell = 5.65
antenna_violating_nets_post_route = 0
drt_first_pass_iters = 5
wl_microns = 317000
detail_route.wl_per_cell_microns = 33.8
vias = 53029
drt_drc_violations_left = 0
detail_route.iter0.violations = 3646

[timing]
rsz0062_at_grt = no
hold_viol = 0
final_min_period_ns = 9.39
min_hold_slack_ns = 2.48
fmaxAchievable_mhz = 106
slew_headroom = 0.159
final.setup.tns_ns = 0
report.final.slew_viol_count = 0
timing.final.setup_violations = 0
tightestPinTransition_ns = 1.25
layout_worst_path_cycle_share = 0.740

[placement]
io_buffer_count = 209
routabilityCongestion = 0.868
detailedPlacementHpwl_microns = 190000

[run]
cap_viol_max_count = 0
tool_warnings = 26

[hold_path]
worst_hold_path_type = input pin to flop
hold_depth = 2

[pwr]
leakage_uw = 0.0341
power.ir.vdd_worst_uv = 117
power.density_nw_per_um2 = 137
[where the power goes]
part	internal, uW	switching [uW]	leakage [uW]	total, uW
sequential	7540	38.0	0.0185	7580
combinational	594	778	0.0123	1370
clock	3390	2670	0.00328	6060
[critical path, stage by stage]
cell                              delay, ns
sky130_fd_sc_hd__buf_4                 0.23
sky130_fd_sc_hd__buf_4                 0.35
sky130_fd_sc_hd__buf_4                 0.47
sky130_fd_sc_hd__nor2b_1               0.21
sky130_fd_sc_hd__nand2_4               0.55
sky130_fd_sc_hd__buf_4                 0.57
sky130_fd_sc_hd__o22ai_1               0.18
sky130_fd_sc_hd__nor4_1                1.02
sky130_fd_sc_hd__clkdlybuf4s50_1       0.65
[through the flow]
stage | cell area, sq um | setup WS (ns) | total power, uW | util | cells
6_report | 110000 | 3.31 | 15000 | 0.350 | 9382
5_1_grt | 110000 | 3.17 | 15400 | 0.350 | 9381
4_1_cts | 110000 | 3.39 | 15100 | 0.350 | 9377
3_5_place_dp | 103000 | 3.40 | 9100 | 0.329 | 8978
3_3_place_gp | 103000 | 3.26 | 9090 | 0.329 | 8978
2_1_floorplan | 94900 | 6.08 | 8480 | - | 4678
[logic make-up after synthesis]
group | count (synthesis) | synth area share
buf+inv | 370 | 0.0251
compound gates | 461 | 0.0353
mux | 1307 | 0.266
simple gates | 428 | 0.0239
other cells | 1 | 0.0000396
flops | 2048 | 0.650
[final timing paths]
kind                 startpoint               to  slack, ns
hold / removal    write_data[8]  Registers[5][8]       2.48
setup / recovery         rs1[2]    readdata1[48]       3.31
[synthesized netlist by cell type (12+ instances only)]
master                        n  area share
sky130_fd_sc_hd__buf_4       77      0.0061
sky130_fd_sc_hd__nand4_1     20      0.0013
sky130_fd_sc_hd__buf_2      101      0.0053
sky130_fd_sc_hd__o22ai_1    186       0.012
sky130_fd_sc_hd__mux2_2     157       0.019
sky130_fd_sc_hd__clkbuf_1   115      0.0046
sky130_fd_sc_hd__edfxtp_1  2048        0.65
sky130_fd_sc_hd__buf_6       36      0.0043
sky130_fd_sc_hd__a21oi_1     16     0.00085
sky130_fd_sc_hd__o21ai_0     20      0.0011
sky130_fd_sc_hd__a211oi_1    40      0.0032
sky130_fd_sc_hd__nor4_1      82      0.0054
sky130_fd_sc_hd__mux4_2     937        0.22
sky130_fd_sc_hd__and2_1      12     0.00079
sky130_fd_sc_hd__a221oi_1    19      0.0018
sky130_fd_sc_hd__nor3_1      31      0.0016
sky130_fd_sc_hd__mux2i_1    202       0.021
sky130_fd_sc_hd__nor2b_1     49      0.0032
sky130_fd_sc_hd__a22o_1      17      0.0016
sky130_fd_sc_hd__a22oi_1     94      0.0075
sky130_fd_sc_hd__buf_1       15     0.00059
sky130_fd_sc_hd__nand2_1     89      0.0035
sky130_fd_sc_hd__nand3_1     16     0.00085
sky130_fd_sc_hd__nor2_1      78      0.0031
[layout make-up]
cell class	count	area [sq um]	area share
multi-input combinational	2260	31400	0.287
clock buffer	267	5640	0.0515
antenna	5	12.5	0.000114
clock inverter	132	1060	0.00969
tap	4140	5180	0.0473
timing repair buffer	526	4790	0.0437
sequential	2048	61500	0.561
inverter	4	15.0	0.000137
[per-layer routing]
layer  vias up  GRT usage  wire length, microns
li1      21152          -                     -
met1     27019      0.223                 95800
met2      4113      0.316                146000
met3       694      0.183                 60900
met4        51     0.0715                 13500
met5         -     0.0210                   853
No activity file was given, so power comes from the tool's default toggle rates.
